==> flow/config.mk <==
export PLATFORM = sky130hd
export DESIGN_NAME = EX_MEM_reg
export DESIGN_NICKNAME = EX_MEM_reg
export VERILOG_FILES = /design/flow/design.v
export SDC_FILE = /design/flow/constraint.sdc
export NUM_CORES = 4
export LEC_CHECK = 1
export CORE_AREA = 10 10 131 131
export DIE_AREA = 0 0 141 141
==> flow/constraint.sdc <==
current_design EX_MEM_reg

set clk_period 1.0
set clk_io_pct 0.2

create_clock -name clk0 -period $clk_period [get_ports {clk}]

set non_clock_inputs [all_inputs -no_clocks]
set_input_delay [expr $clk_period * $clk_io_pct] -clock clk0 $non_clock_inputs
set_output_delay [expr $clk_period * $clk_io_pct] -clock clk0 [all_outputs]
==> flow/design.v <==
module EX_MEM_reg (clk,npc_ex, alu_result_ex, alu_z_ex, alu_c_ex, reg2data_ex, regdst_ex, pc_ex, imm9_0_pad_ex, 
						npc_mem, alu_result_mem, alu_z_mem, alu_c_mem, reg2data_mem, regdst_mem, pc_mem, imm9_0_pad_mem,
						regwrite_ex,memtoreg_ex,memread_ex,memwrite_ex,branch_ex,pc_regread_ex, aluop_ex, irlast_ex,
						regwrite_mem,memtoreg_mem,memread_mem,memwrite_mem,branch_mem,pc_regread_mem, aluop_mem, irlast_mem);
	input clk, alu_z_ex, alu_c_ex;
	input [15:0] npc_ex, alu_result_ex, reg2data_ex, pc_ex;
	input [2:0] regdst_ex;
	input regwrite_ex,memtoreg_ex,memread_ex,memwrite_ex,branch_ex,pc_regread_ex;	
	input [3:0] aluop_ex;
	input [1:0] irlast_ex;
	input [15:0] imm9_0_pad_ex;
	output reg alu_z_mem = 1'b0, alu_c_mem = 1'b0;
	output reg [15:0] npc_mem = 16'h0000, alu_result_mem = 16'h0000, reg2data_mem = 16'h0000, pc_mem = 16'h0000;
	output reg [2:0] regdst_mem = 3'b000;
	output reg regwrite_mem = 1'b0,memtoreg_mem = 1'b0,memread_mem = 1'b0,memwrite_mem = 1'b0,branch_mem = 1'b0,pc_regread_mem = 1'b0;
	output reg [3:0] aluop_mem = 4'b0000;
	output reg [1:0] irlast_mem = 2'b00;
	output reg [15:0] imm9_0_pad_mem = 16'h0000;
	always@(posedge clk)
	begin
		npc_mem <= npc_ex;
		pc_mem <= pc_ex;
		alu_result_mem <= alu_result_ex;
		alu_z_mem <= alu_z_ex;
		alu_c_mem <= alu_c_ex;
		reg2data_mem <= reg2data_ex;
		regdst_mem <= regdst_ex;
		imm9_0_pad_mem <= imm9_0_pad_ex;
		regwrite_mem <= regwrite_ex;
		memtoreg_mem <= memtoreg_ex;
		memread_mem <= memread_ex;
		memwrite_mem <= memwrite_ex;
		branch_mem <= branch_ex;
		pc_regread_mem <= pc_regread_ex;
		aluop_mem <= aluop_ex;
		irlast_mem <= irlast_ex;
	end 
endmodule
==> flow/run.sh <==
#!/bin/bash
# OpenROAD 26Q1-2900-gdf79404cd8, Yosys 0.63+post, stock flow scripts
make -C /OpenROAD-flow-scripts/flow DESIGN_CONFIG=/design/flow/config.mk WORK_HOME=/design/flow/orfs finish
==> impl_metrics.toml <==
# generated from flow reports
[sta]
setup_viol = 0
setup_ws_ps = 33.9
relSlewSlack_pct = 92.4
period_used_pct = 96.6
clock.fmax_ghz = 1.04
hold_viol = 0
rsz0062_at_grt = "yes"
finalMaxSlewViolations = 0
tightest_slew_ps = 114
min_period_ps = 966
fin_setup_tns_ps = 0

[detailed_routing]
wl_per_cell_um = 14.2
drc = 0
postRouteAntennaNets = 0
vias = 1427
via_per_inst = 2.92
drtIter0Drc = 18
dr.pass1.iters = 3
wirelength_um = 6930
diodes = 0

[setup_path]
worst-path-buf-inv = 1
cp_slowest_cell = "dfxtp_2"
worstPathArrival_ps = 770
critPathRequiredTime_ps = 800
path_max_fanout = 1
end_kind = "output port"
path_delay_family = "flip-flops"
startpoint_type = "register"
max_stage_delay_ps = 320
worstPathCellList = "buf_6"
critPathKind = "reg2out"

[logic_synthesis]
synth_warnings = 1
ys.flops = 97
ys_cells = 97
synth_cells = 97
synth_area_um2 = 1940
ys_chip_area_um2 = 1940
synth.avg_cell_area_um2 = 20.0
ys_seq_share_pct = 100
ys_types = 1

[final_layout]
lay_top_count = "clkdlybuf4s50_1"
seqCellArea_um2 = 1950
logic_area_um2 = 0
comb_cells = 0
drive_gt1_share_pct = 37.5
stdcell_area_um2 = 3910
layout_top_cells = "97 x clkdlybuf4s50_1, 94 x buf_2, 91 x dfxtp_1"
nFillCells = 1487
layout.cells.non_filler = 488
area.growth.synth_to_final_pct = 101

[power]
powerDensity_nw_per_um2 = 1960
leakagePower_nw = 1.71
ir_drop_mv = 0.684

[placed_design]
preCtsSetupSlack_ps = -54.2
place_inst = 475
place_area_um2 = 4110
port_buffers = 194
routabilityCongestion = 0.747
dp_hpwl_um = 5850

[clock_tree]
cts_hold_buf = 0
clk_path_buf_depth = 2
cts.sinks = 97
post_cts_buffers = 0
cts_tree = "done"
htree_num_levels = 3
numCtsBuffers = 9
clk_pin_slew_ps = 60
cts-root-buf = "clkbuf_16"

[floorplanning]
dieHeight_um = 141
fp_util_pct = 13.5
die_x_um = 141
fp-row-count = 44
chipArea_um2 = 19900
core_um2 = 14400
ios = 195

[min_path]
min_from = "npc_ex[15]"
holdPathEnd = "npc_mem[15]"
min_path_type = "in2reg"
min_path_cells = 1

[flow_run]
warning_count = 27
cap_violations = 0

[grt]
grt_pass1_vias = 1507
grt_max_degree = 14
gr-total-overflow = 0
grt_first_pass_wirelength_um = 9920
grt_usage_pct = 6.48
antenna_found_initial = 0

[run_status]
status = "finished clean"
## cell usage after synthesis
| master | instances | area (um^2) |
|---|---|---|
| dfxtp_1 | 97 | 1940 |
## power by group
| part | leakage, nW | switching, W | internal, W |
|---|---|---|---|
| Clock | 0.124 | 0.00129 | 0.00171 |
| Combinational | 0.767 | 0.0000935 | 0.000458 |
| Sequential | 0.819 | 0.0000416 | 0.00407 |
## cell type report
cell class,instances,share of cell area [%]
clock inverter,1,0.128
clock buffer,12,6.31
sequential,97,49.9
tap,184,5.89
timing repair buffer,194,37.8
## state kept, by name, indices dropped and copies added (netlist names), 2 cells and up
register / count
alu_result_mem: 16
imm9_0_pad_mem: 16
npc_mem: 16
pc_mem: 16
reg2data_mem: 16
aluop_mem: 4
regdst_mem: 3
irlast_mem: 2
## worst max path at each step
stage / start / end / slack, ps / depth (start not counted)
4_1_cts: imm9_0_pad_mem[7] / imm9_0_pad_mem[7] / -2 / 1
5_1_grt: imm9_0_pad_mem[7] / imm9_0_pad_mem[7] / -1 / 1
6_report: npc_mem[15] / npc_mem[15] / 30 / 1
## metrics by stage
stage | utilization [%] | total power [W] | hold slack, ps
5_1_grt | 27.1 | 0.00801 | 272
3_5_place_dp | 28.5 | 0.00497 | 652
3_3_place_gp | 28.5 | 0.00496 | 650
4_1_cts | 27.1 | 0.00786 | 262
2_1_floorplan | - | 0.00415 | 228
6_report | 27.1 | 0.00767 | 290
## cells by family (layout without fill, tap and decap cells)
| family | after synthesis | after routing | share of synthesized area [%] |
|---|---|---|---|
| flops | 97 | 97 | 100 |
| buf+inv | 0 | 207 | 0 |
## per-layer routing
layer / vias to the layer above / part of all wire, % / GRT usage [%]
li1: 704 / - / -
met3: 13 / 14 / 3.99
met2: 103 / 47 / 10.2
met4: 0 / 2.9 / 1.85
met1: 607 / 36 / 7.13
met5: - / 0 / 0
## timing repair
action,CTS,global route
endpoints found under the hold margin,0,0
pin swaps,0,0
setup endpoints to repair,97,1
gates resized,320,0
Power figures rest on the tool's default switching activity, not on a simulated workload.
