==> ./design.v <==
module demux_1to8 (In, out0, out1, out2, out3, out4, out5, out6, out7, sel);
	input [15:0] In;
	input [2:0] sel;
	output reg [15:0] out0, out1, out2, out3, out4, out5, out6, out7;
	always@(In, sel)
	begin
		case (sel)
			3'b000: out0 <= In;
			3'b001: out1 <= In;
			3'b010: out2 <= In;
			3'b011: out3 <= In;
			3'b100: out4 <= In;
			3'b101: out5 <= In;
			3'b110: out6 <= In;
			3'b111: out7 <= In;
			default: out7 <= 16'h0000;
		endcase 
	end 
endmodule 
module mux_8to1 (In0, In1, In2, In3, In4, In5, In6, In7, sel, out);
	input [15:0] In0, In1, In2, In3, In4, In5, In6, In7;
	input [2:0] sel;
	output reg [15:0] out;
	always@(In0, In1, In2, In3, In4, In5, In6, In7, sel)
	begin
		case (sel)
			3'b000: out <= In0;
			3'b001: out <= In1;
			3'b010: out <= In2;
			3'b011: out <= In3;
			3'b100: out <= In4;
			3'b101: out <= In5;
			3'b110: out <= In6;
			3'b111: out <= In7;
			default: out <= 16'h0000;
		endcase
	end 
endmodule 
module reg_16bits (clk,Ld, Din, Dout);
	input clk;
	input Ld;
	input [15:0] Din;
	output reg [15:0] Dout = 16'h0000;
	always@(negedge clk)
	begin
		if(Ld==1) Dout <= Din;		
	end 
endmodule 
module reg_file (clk, regr_add1, regr_add2, regw_add3, pc_write, pc_read, regwrite, wr_data, reg_out1, reg_out2,
						pc_regread_rd);
	input  clk,regwrite,pc_regread_rd;
	input [2:0] regr_add1, regr_add2, regw_add3;
	input [15:0] pc_write, wr_data;
	output [15:0] pc_read, reg_out1, reg_out2;
	wire [15:0] Dout0,Dout1,Dout2,Dout3,Dout4,Dout5,Dout6,Dout7;
	wire [15:0] Din0,Din1,Din2,Din3,Din4,Din5,Din6,Din7;
	wire [15:0] LoadDin7;
	reg_16bits R0(clk, regwrite, Din0, Dout0);
	reg_16bits R1(clk, regwrite, Din1, Dout1);
	reg_16bits R2(clk, regwrite, Din2, Dout2);
	reg_16bits R3(clk, regwrite, Din3, Dout3);
	reg_16bits R4(clk, regwrite, Din4, Dout4);
	reg_16bits R5(clk, regwrite, Din5, Dout5);
	reg_16bits R6(clk, regwrite, Din6, Dout6);
	reg_16bits R7(clk, (pc_regread_rd || regwrite), LoadDin7, Dout7);
	mux_8to1 MUX1 (Dout0, Dout1, Dout2, Dout3, Dout4, Dout5, Dout6, Dout7, regr_add1, reg_out1);
	mux_8to1 MUX2 (Dout0, Dout1, Dout2, Dout3, Dout4, Dout5, Dout6, Dout7, regr_add2, reg_out2);
	demux_1to8 DMUX (wr_data, Din0, Din1, Din2, Din3, Din4, Din5, Din6, Din7, regw_add3);
	assign LoadDin7 = (regwrite==1'b1) ? ((regw_add3==3'b111) ? Din7 : pc_write) : pc_write; 
	assign pc_read = Dout7;
endmodule 
==> ./run.sh <==
#!/bin/bash
# OpenROAD 26Q1-2900-gdf79404cd8, Yosys 0.63+post, stock flow scripts
make -C /OpenROAD-flow-scripts/flow DESIGN_CONFIG=/design/flow/config.mk WORK_HOME=/design/flow/orfs finish
==> ./config.mk <==
export PLATFORM = sky130hd
export DESIGN_NAME = reg_file
export DESIGN_NICKNAME = reg_file
export VERILOG_FILES = /design/flow/design.v
export SDC_FILE = /design/flow/constraint.sdc
export NUM_CORES = 4
export LEC_CHECK = 1
export CORE_UTILIZATION = 30
==> ./constraint.sdc <==
current_design reg_file

set clk_period 3.4
set clk_io_pct 0.2

create_clock -name clk0 -period $clk_period [get_ports {clk}]

set non_clock_inputs [all_inputs -no_clocks]
set_input_delay [expr $clk_period * $clk_io_pct] -clock clk0 $non_clock_inputs
set_output_delay [expr $clk_period * $clk_io_pct] -clock clk0 [all_outputs]
==> out/summary.log <==
INFO  place          dp.cells=1116
INFO  finish         final_design_area_excluding_fillers=11470um2
INFO  synth          top_area_cells_in_the_synthesized_netlist=sky130_fd_sc_hd__edfxtp_1 (45%), sky130_fd_sc_hd__dlxtn_1 (23%), sky130_fd_sc_hd__mux2i_1 (6.0%), sky130_fd_sc_hd__mux2_2 (3.8%), sky130_fd_sc_hd__o32a_1 (1.6%)
INFO  grt            grt_pass1_wl=33980um
INFO  setup_path     timing.critical_path.slowest_stage_cell=sky130_fd_sc_hd__edfxtp_1
INFO  synth          post_synth_edffs=128
INFO  synth          async_flop_share=0
INFO  route          drc=0
INFO  setup_path     worst-path-max-fanout=2
INFO  grt            grt_usage=0.1688
INFO  synth          most_frequent_cells_after_synthesis=sky130_fd_sc_hd__dlxtn_1 (128), sky130_fd_sc_hd__edfxtp_1 (128), sky130_fd_sc_hd__mux2i_1 (51), sky130_fd_sc_hd__mux2_2 (29)
INFO  synth          post_synth.cell_area_avg=13.69um2
INFO  finish         stdcell_count=1292
INFO  floorplan      design.die.area=29020um2
INFO  synth          xor_share=0
INFO  floorplan      core_util_floorplan=0.3052
INFO  flow_run       log.warning_count=156
INFO  timing         timing.final.ws_setup=-0.6877ns
INFO  floorplan      die_y=170.4um
INFO  grt            largest_net_degree_at_the_start_of_global_routing=42
INFO  finish         mi_logic_area=2537um2
INFO  power_and_ir_drop power_density=440.0nW/um2
INFO  finish         proportion_of_layout_cells_with_a_drive_suffix_above_1=0.2640
INFO  synth          synth.yosys.warnings=3
INFO  setup_path     worst_path_largest_cell_delay=0.38ns
INFO  synth          top_area_cell=sky130_fd_sc_hd__edfxtp_1
INFO  run_status     failed_checks=setup timing
INFO  grt            overflow=0
INFO  min_path       timing.hold.worst_path_depth=4
INFO  route          first_iter_violations=210
INFO  place          detailed_place_hpwl=14470um
INFO  synth          synth-main-ff-cell=sky130_fd_sc_hd__edfxtp_1
INFO  timing         slew_violations=0
INFO  place          io_buffer_count=91
INFO  floorplan      number_of_placement_rows=61
INFO  clock_network  cts_made_buffers=17
INFO  synth          yosys-stat-area=8503um2
INFO  synth          synth.ff_latch_count=256
INFO  synth          synth.cell_area=8503um2
INFO  timing         hold_violations=0
INFO  synth          synth.logic.top_family=AND-OR/OR-AND gates
INFO  route          wire_per_inst=17.46um
INFO  clock_network  cts-root-to-sink-buffers=2
INFO  floorplan      top_level_ports=92
INFO  min_path       min-delay-path-class=input port to output port
INFO  synth          ys_sh_aoi=0.1073
INFO  timing         final-setup-viol-count=46
INFO  place          gp_routability_congestion=0.8779
INFO  min_path       holdCritStartpoint=regr_add1[0]
INFO  setup_path     required=2.72ns
INFO  place          place_ws=-0.5278ns
INFO  synth          synthDominantCellAreaShare=0.4520
INFO  finish         fill_cells=2550
INFO  timing         setup_repair_after_global_routing_missed_its_margin=yes
INFO  timing         holdWs=1.823ns
INFO  setup_path     worstSetupStartpointType=flip-flop
INFO  synth          synth_adder_area_share=0
INFO  synth          count_of_mapped_cells_out_of_synthesis=621
INFO  clock_network  ctsRootBufferMaster=sky130_fd_sc_hd__clkbuf_16
INFO  synth          post_synth_and_or_nand_nor_area_fraction=0.06945
INFO  synth          synthMuxAreaShare=0.1024
INFO  route          totalWireLength=22550um
INFO  grt            grt_antenna_before_repair=0
INFO  setup_path     critPathArrivalTime=3.41ns
INFO  setup_path     cp_cell_sequence=mux2_4, o211a_1, o32a_1, buf_2
INFO  route          postRouteAntennaNets=0
INFO  place          dpl_cell_area=10230um2
INFO  grt            vias_in_the_first_global_route=6326
INFO  finish         regArea=5766um2
INFO  min_path       hold_path_end=reg_out1[0]
INFO  timing         unclocked_pins=128
INFO  synth          post_synth_num_cell_types=43
INFO  route          drt_pre_antenna_iters=4
INFO  route          vias=5937
INFO  finish         postLayoutCoreUtil=0.4119
INFO  clock_network  tritoncts=built
INFO  flow_run       maxCapViolations=0
INFO  power_and_ir_drop power.leakage=5.189nW
INFO  setup_path     crit_type=flip-flop to output port
INFO  timing         timing.max_slew.rel_slack=0.4568
INFO  clock_network  cts.hold.buffers_added=0
INFO  finish         area_delta_synth_final=34.95%
INFO  route          viasPerCell=4.595
INFO  run_status     result_of_the_run=finished, violations left
INFO  clock_network  ctsHtreeMaxLevel=4
INFO  setup_path     setup.worst_path.end_class=output port
INFO  timing         untimed_endpoints=240
INFO  power_and_ir_drop irDropWorstVdd=0.3554mV
INFO  synth          ys_cells=621
INFO  timing         tightest_slew=0.8128ns
INFO  clock_network  clk_pin_slew_worst_paths=0.03ns
INFO  floorplan      die_width=170.4um
INFO  floorplan      core-area=27860um2
## layer usage
metal | global-route usage | vias to the layer above | routed length (um)
li1 | - | 2874 | -
met1 | 0.2122 | 2757 | 8965
met2 | 0.2443 | 286 | 10330
met3 | 0.1082 | 20 | 2979
met4 | 0.04740 | 0 | 276
met5 | 0 | - | 0
## metrics by stage
| stage | setup TNS (ns) | total power [mW] |
|---|---|---|
| finish | -19.75 | 5.048 |
| global route | -22.95 | 5.387 |
| CTS | -21.50 | 5.137 |
| detailed placement | -22.57 | 2.919 |
| global placement | -22.19 | 2.912 |
| floorplan | -0.03155 | 2.532 |
## placed cells by master, fill, tap and decap left out, types with 17 or more instances in the layout
cell,instances
sky130_fd_sc_hd__nor2_1,28
sky130_fd_sc_hd__buf_4,56
sky130_fd_sc_hd__buf_2,42
sky130_fd_sc_hd__dlxtn_1,128
sky130_fd_sc_hd__nand2_1,28
sky130_fd_sc_hd__buf_6,34
sky130_fd_sc_hd__clkbuf_16,17
sky130_fd_sc_hd__mux2_2,17
sky130_fd_sc_hd__inv_1,141
sky130_fd_sc_hd__mux2i_1,49
sky130_fd_sc_hd__edfxtp_1,128
sky130_fd_sc_hd__clkdlybuf4s50_1,37
## kinds of logic after synthesis
logic type / count (synthesis)
flops: 128
latches: 128
compound gates: 113
simple gates: 110
mux: 82
buf+inv: 60
## worst max-delay path by stage
stage | start | end | slack [ns] | depth (start not counted)
final | R1.Dout[15]$_DFFE_NP_ | reg_out2[15] | -0.69 | 4
after global routing | R1.Dout[15]$_DFFE_NP_ | reg_out2[15] | -0.77 | 4
after CTS | R1.Dout[15]$_DFFE_NP_ | reg_out2[15] | -0.78 | 4
## critical path, delay by kind of cell (launching register included)
family          cells  cell delay (ns)
compound gates      2             0.49
buf+inv             1             0.11
flops               1             0.38
mux                 1             0.28
## final cells by class
| type | count | area share |
|---|---|---|
| antenna | 1 | 0.0002181 |
| inverter | 13 | 0.004253 |
| timing repair buffer | 179 | 0.1380 |
| sequential | 256 | 0.5025 |
| clock buffer | 17 | 0.03707 |
| clock inverter | 143 | 0.05561 |
| tap | 378 | 0.04122 |
| multi-input combinational | 305 | 0.2211 |
## power by group
group          leakage, nW  switching, mW  total [mW]  internal, mW
registers             2.30         0.0613        2.04          1.97
clock network        0.972           1.13        2.36          1.24
logic                 1.92          0.308       0.650         0.343
total                 5.19           1.50        5.05          3.55
## what timing repair did
| action | CTS | global route |
|---|---|---|
| resized | 192 | 19 |
| gates cloned | 0 | 0 |
| endpoints found under the setup margin | 48 | 48 |
| pin swaps | 59 | 33 |
| buffers inserted | 31 | 7 |
Power and IR drop assume default switching activity.
