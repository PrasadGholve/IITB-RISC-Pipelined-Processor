==> flow/design.v <==
module RD_EX_reg (clk,npc_rd, reg1data_rd, reg2data_rd, imm6_rd, regdst_rd, pc_rd, imm9_rd,
						npc_ex, reg1data_ex, reg2data_ex, imm6_ex, regdst_ex, pc_ex, imm9_ex,
						regwrite_rd,memtoreg_rd,memread_rd,memwrite_rd,branch_rd,aluop_rd,alusrc_rd,pc_regread_rd, irlast_rd, lhi_reg_rd,
						regwrite_ex,memtoreg_ex,memread_ex,memwrite_ex,branch_ex,aluop_ex,alusrc_ex,pc_regread_ex, irlast_ex, lhi_reg_ex);
	input clk;
	input [15:0] npc_rd, pc_rd;
	input [15:0] reg1data_rd, reg2data_rd;
	input [15:0] imm6_rd;
	input [2:0] regdst_rd;
	input regwrite_rd,memtoreg_rd,memread_rd,memwrite_rd,branch_rd,pc_regread_rd, lhi_reg_rd;
	input [1:0] alusrc_rd, irlast_rd;
	input [3:0] aluop_rd;
	input [8:0] imm9_rd;
	output reg [15:0] npc_ex = 16'h0000, pc_ex = 16'h0000;
	output reg [15:0] reg1data_ex = 16'h0000, reg2data_ex = 16'h0000;
	output reg [15:0] imm6_ex = 16'h0000;
	output reg [2:0] regdst_ex = 3'b000;
	output reg regwrite_ex = 1'b0,memtoreg_ex = 1'b0,memread_ex = 1'b0,memwrite_ex = 1'b0,branch_ex = 1'b0,pc_regread_ex = 1'b0, lhi_reg_ex = 1'b0;
	output reg [1:0] alusrc_ex = 2'b00, irlast_ex = 2'b00;
	output reg [3:0] aluop_ex  = 3'b000;
	output reg [8:0] imm9_ex = 9'b000000000;
	always@(posedge clk)
	begin
		npc_ex <= npc_rd;
		pc_ex <= pc_rd;
		reg1data_ex <= reg1data_rd;
		reg2data_ex <= reg2data_rd;
		imm6_ex <= imm6_rd;
		regdst_ex <= regdst_rd;
		regwrite_ex <= regwrite_rd;
		memtoreg_ex <= memtoreg_rd;
		memread_ex <= memread_rd;
		memwrite_ex <= memwrite_rd;
		branch_ex <= branch_rd;
		aluop_ex <= aluop_rd;
		alusrc_ex <= alusrc_rd;
		pc_regread_ex <= pc_regread_rd;
		irlast_ex <= irlast_rd;
		lhi_reg_ex <= lhi_reg_rd;
	end 
endmodule
==> flow/run.sh <==
#!/bin/bash
# OpenROAD 26Q1-2900-gdf79404cd8, Yosys 0.63+post, stock flow scripts
make -C /OpenROAD-flow-scripts/flow DESIGN_CONFIG=/design/flow/config.mk WORK_HOME=/design/flow/orfs finish
==> flow/config.mk <==
export PLATFORM = sky130hd
export DESIGN_NAME = RD_EX_reg
export DESIGN_NICKNAME = RD_EX_reg
export VERILOG_FILES = /design/flow/design.v
export SDC_FILE = /design/flow/constraint.sdc
export NUM_CORES = 4
export LEC_CHECK = 1
export CORE_AREA = 10 10 119 119
export DIE_AREA = 0 0 129 129
==> flow/constraint.sdc <==
current_design RD_EX_reg

set clk_period 1.0
set clk_io_pct 0.2

create_clock -name clk0 -period $clk_period [get_ports {clk}]

set non_clock_inputs [all_inputs -no_clocks]
set_input_delay [expr $clk_period * $clk_io_pct] -clock clk0 $non_clock_inputs
set_output_delay [expr $clk_period * $clk_io_pct] -clock clk0 [all_outputs]
==> results.yml <==
# yosys + openroad results
outcome:
  status: "complete, no violations"
final_timing:
  finalClockPeriodUsage_pct: 96.0
  fmax_mhz: 1040
  rsz0062_at_grt: "true"
  slew_viol_final: 0
  finalHoldViolCount: 0
  fin_crit_ps: 960
  setup_viol: 0
logic_synthesis:
  synth_seq_share_pct: 96.5
  postSynthAreaPerCell_sq_um: 18.8
  ys.flops: 98
  ys_warn_count: 1
  ys_cells: 108
  ys_types: 3
  netlist_area_sq_um: 2030
  netlist_instances: 108
  ys_area_sq_um: 2030
routing:
  wl_per_cell_um: 15.1
  vias: 1485
  drc: 0
  wl_mm: 6.97
  ant_nets: 0
  viasPerCell: 3.21
  drtPass1Iterations: 3
  drt_iter0_markers: 32
  antenna_cells: 0
min_path:
  min_path_type: "input port to flip-flop"
cts:
  cts_tree: "yes"
  cts_root_buf: "clkbuf_16"
  cts_resized: 319
  clk_path_buf_depth: 2
  cts_sinks: 98
  clk_pin_slew_worst_paths_ps: 60
  cts_buffers: 9
  cts_setup_buffers: 0
  htreeDepth: 3
  holdBufCountCts: 0
setup_path:
  crit_chain: "buf_2"
  critPathArrivalTime_ps: 760
  endpoint_kind: "output pin"
  startpoint_type: "flip-flop"
  slowest_stage: "dfxtp_2"
  worstPathMaxFanout: 1
  worst-path-stages: 1
  crit_start: "pc_ex[9]$_DFF_P_"
  cp-endpoint: "pc_ex[9]"
  cpPeakStageDelay_ps: 310
  crit_family: "flip-flops"
  path_class: "flip-flop to output pin"
  required_ps: 800
  path_buffers: 1
grt:
  grt_remaining_overflow: 0
  use_met3_pct: 6.71
  grt_antenna_before_repair: 1
  grt_pass1_vias: 1587
  track_usage_pct: 7.92
  grt_use_met2_pct: 12.7
  grtUsageMet1_pct: 7.96
  busiest_layer: "met2"
  grt_max_degree: 16
  grt_pass1_wl_mm: 9.85
cells_and_area:
  area_growth_pct: 96.7
  fillCellCount: 1152
  utilization_pct: 34.7
  stdcell_count: 462
  drive_gt1_share_pct: 39.2
  layout_top_cells: "clkdlybuf4s50_1, buf_2, dfxtp_1"
placement:
  hpwl_mm: 5.95
  dp_cells: 446
  place.port_buffers: 196
  globalplace.congestion: 0.689
floorplan:
  die_h_um: 129
  ios: 215
  chip_area_sq_um: 16600
  rows: 39
  core-area_sq_um: 11500
  die_w_um: 129
  fp_util_pct: 17.7
power:
  max-vdd-ir-drop_mv: 1.17
  p_per_area_nw_per_um2: 2110
  leakage_nw: 1.79
flow_run:
  warnings: 35
  maxCapViolations: 0
## flip-flops by register name (all words and copies together), names as in the netlist, 2 cells and up
| signal | cells |
|---|---|
| npc_ex | 16 |
| imm6_ex | 16 |
| irlast_ex | 2 |
| pc_ex | 16 |
| aluop_ex | 4 |
| reg1data_ex | 16 |
| reg2data_ex | 16 |
| regdst_ex | 3 |
| alusrc_ex | 2 |
## report_power, final
group / internal (W) / switching [W] / total, W
clock network: 0.00239 / 0.00134 / 0.00373
logic: 0.000456 / 0.0000930 / 0.000549
registers: 0.00412 / 0.0000408 / 0.00416
## worst min path at each step
stage                          start                endpoint  slack (ps)  cells after the start
after CTS             reg1data_rd[0]  reg1data_ex[0]$_DFF_P_         270                      1
after global routing  reg1data_rd[0]  reg1data_ex[0]$_DFF_P_         270                      1
final                       pc_rd[9]        pc_ex[9]$_DFF_P_         290                      1
## synth_stat cells, drive strengths merged
cell type  count  area, sq um
dfxtp         98         1960
buf            9         67.6
conb           1         3.75
## final cells by class
type | instances | area, sq um | area share (%)
timing repair buffer | 196 | 1470 | 36.8
clock inverter | 4 | 72.6 | 1.81
sequential | 98 | 1980 | 49.4
multi-input combinational | 9 | 33.8 | 0.845
clock buffer | 12 | 267 | 6.66
tap | 143 | 179 | 4.47
## per-stage QoR
step | worst slack, ps | TNS, ps | cell area [sq um] | hold WS (ps) | total power, W
global route | -5.44 | -6.16 | 4000 | 267 | 0.00882
CTS | 12.4 | 0 | 4000 | 269 | 0.00862
floorplan | 538 | 0 | 2060 | 228 | 0.00422
detailed placement | -6.24 | -6.24 | 4140 | 652 | 0.00502
global placement | -7.83 | -7.83 | 4140 | 650 | 0.00501
finish | 40.3 | 0 | 4000 | 291 | 0.00844
## kinds of logic after synthesis
logic type / share of synthesized area, %
buf+inv: 3.32
flops: 96.5
other cells: 0.184
## per-layer routing
metal / part of all wire, % / up-vias
met5: 0 / -
met4: 1.3 / 0
met3: 18 / 8
met2: 48 / 116
met1: 34 / 639
li1: - / 722
No activity file was given, so power comes from the tool's default toggle rates.
